$ cat run.sh
#!/bin/bash
# OpenROAD 26Q1-2900-gdf79404cd8, Yosys 0.63+post, stock flow scripts
make -C /OpenROAD-flow-scripts/flow DESIGN_CONFIG=/design/flow/config.mk WORK_HOME=/design/flow/orfs finish
$ cat config.mk
export PLATFORM = sky130hd
export DESIGN_NAME = Top
export DESIGN_NICKNAME = Top
export VERILOG_FILES = /design/flow/design.v
export SDC_FILE = /design/flow/constraint.sdc
export NUM_CORES = 4
export LEC_CHECK = 1
export CORE_UTILIZATION = 40
$ cat constraint.sdc
current_design Top

set clk_period 5.6
set clk_io_pct 0.2

create_clock -name clk0 -period $clk_period [get_ports {clk}]

set non_clock_inputs [all_inputs -no_clocks]
set_input_delay [expr $clk_period * $clk_io_pct] -clock clk0 $non_clock_inputs
set_output_delay [expr $clk_period * $clk_io_pct] -clock clk0 [all_outputs]
$ cat design.v
`timescale 1ns / 1ps
module BCD_To_7seg(
    input [3:0] Display,
    output reg [7:0] cathode
    );
    always@(*) begin
        case(Display)
            4'b0000 : cathode = 8'b00000011; 
            4'b0001 : cathode = 8'b10011111; 
            4'b0010 : cathode = 8'b00100101; 
            4'b0011 : cathode = 8'b00001101; 
            4'b0100 : cathode = 8'b10011001; 
            4'b0101 : cathode = 8'b01001001; 
            4'b0110 : cathode = 8'b01000001; 
            4'b0111 : cathode = 8'b00011111; 
            4'b1000 : cathode = 8'b00000001; 
            4'b1001 : cathode = 8'b00001001; 
            4'b1010 : cathode = 8'b11111110; 
            default : cathode = 8'b11111111;
        endcase
    end
endmodule
`timescale 1ns / 1ps
module BCD_control(
    input [3:0] digit1,
    input [3:0] digit2,
    input [3:0] digit3,
    input [3:0] digit4,
    input [3:0] digit5,
    input [3:0] digit6,
    input [2:0]Digit_Display,
    output reg[3:0] Output_Display,  
    output reg [7:0] anode = 0
    );
    always@(Digit_Display)
        begin
            case(Digit_Display)
                3'b000:
                    begin
                    Output_Display = digit1;  
                    anode = 8'b11101111;  
                    end
                3'b001:
                    begin
                    Output_Display = digit2;  
                    anode = 8'b11011111;  
                    end
                3'b010:
                    begin
                    Output_Display = digit3;  
                    anode = 8'b10111111;  
                    end
                3'b011:
                    begin
                    Output_Display = digit4;  
                    anode = 8'b01111111;  
                    end
                 3'b100:
                    begin
                    Output_Display = digit5;  
                    anode = 8'b11111110;  
                    end
                 3'b101:
                    begin
                    Output_Display = digit6;  
                    anode = 8'b11111101;  
                    end
                 3'b110:
                    anode = 8'b11111111;
                 3'b111:
                    anode = 8'b11111111;
            endcase
        end
endmodule
`timescale 1ns / 1ps
module Binary_to_BCD(
    input clk,
    input[5:0] signal,  
    output reg [3:0] hundred,
    output reg [3:0] tens,
    output reg [3:0] ones
    );
    reg [5:0]temp;
always @(posedge clk) begin 
hundred =signal /100;
temp = signal %100;
tens = signal/10;
ones = signal%10;
end
endmodule
`timescale 1ns / 1ps
module Clock_div #(parameter Div_value = 200 )(  
    input wire clk,
    output reg New_clk=0
    );
    integer couter = 0;
    always@(posedge clk)
        begin
            if (couter == Div_value)
                couter<= 0;
            else
                couter = couter+1;
        end
    always@(posedge clk)
    begin
        if (couter == Div_value)
            New_clk =~New_clk;
    end
endmodule
`timescale 1ns / 1ps
module Digit_Display(
    input clock,
    output reg [2:0]Digit_Display = 0
    );
    always@(posedge clock)
    if(Digit_Display ==6)
        Digit_Display <=0;
    else
     Digit_Display <= Digit_Display +1;
endmodule
`timescale 1ns / 1ps
module Digital_Clock(
    input clk,
    input en,
    input reset,
    input HourP,  
    input minuteP,  
    output [3:0] s1,  
    output [3:0] s2,  
    output [3:0] m1,  
    output [3:0] m2,  
    output [3:0] h1,   
    output [3:0] h2   
    );
    reg [5:0] hour = 0 , minute = 0 , second  = 0;
    integer clock = 0;
    always@(posedge clk)
    begin
        if (reset == 1)  
        {hour,minute,second} <= 0;
        else if (HourP ==1)
            begin  
                if(hour ==23)  
                    hour<= 0;
                else 
                    hour = hour+1;
            end  
        else if(minuteP == 1)
            begin 
                if (minute == 59)  
                    minute<=0;
                else 
                    minute =  minute +1;
            end
        else if (en == 1)  
            if ( clock == 11)  
                begin  
                    clock <= 0;
                    if (second == 59)
                        begin 
                        second<=0;
                        if (minute == 59)
                            begin 
                                minute <= 0;
                                if (hour ==23)
                                    hour<=0;
                                else  
                                    hour = hour +1;
                            end  
                        else  
                            minute = minute +1;
                    end  
            else  
            second = second +1;
         end 
        else
        clock = clock +1;
     end
     Binary_to_BCD secs(.clk(clk),.signal(second),.hundred(),.tens(s1),.ones(s2));
     Binary_to_BCD mins(.clk(clk),.signal(minute),.hundred(),.tens(m1),.ones(m2));
     Binary_to_BCD hours(.clk(clk),.signal(hour),.hundred(),.tens(h1),.ones(h2));
endmodule
`timescale 1ns / 1ps
module Top(
    input wire clk,
    input en,reset,HourP,minuteP,
    output wire [7:0]cathode,
    output wire [7:0]AN 
    );
    wire [3:0]s1,s2,m1,m2,h1,h2;
    wire [2:0]DP;
    wire [3:0]display;
    wire New_clk;
    wire Time_clk;
Clock_div #(200) Clock_div(.clk(clk),.New_clk(New_clk));   
Clock_div #(4000000) Clock_couter(.clk(clk),.New_clk(Time_clk));   
Digital_Clock Digital_Clock(.clk(Time_clk),.en(en),.reset(reset),.HourP(HourP),.minuteP(minuteP),.s1(s1),.s2(s2),.m1(m1),.m2(m2),.h1(h1),.h2(h2));
Digit_Display Digit_Display(.clock(New_clk),.Digit_Display(DP));
BCD_control BCD_control(.digit5(s2),.digit6(s1),.digit1(m2),.digit2(m1),.digit3(h2),.digit4(h1),.Digit_Display(DP),.Output_Display(display),.anode(AN));
BCD_To_7seg bcd(.Display(display),.cathode(cathode));
endmodule
==> insert_results.sql <==
-- implementation run metrics
INSERT INTO impl_metrics (metric_group, metric, value, unit) VALUES
('outcome', 'outcome', 'completed', ''),
('cts', 'cts_root_buffer', 'clkbuf_16', ''),
('floorplan', 'die_y', '139', 'um'),
('synthesis', 'synth.largest_area_cell', 'dfxtp_1', ''),
('cells_and_area', 'seq_area', '3200', 'um^2'),
('drt', 'detail_route.vias_per_cell', '5.22', ''),
('synthesis', 'async_reset_ff_share', '0', '%'),
('final_timing', 'post-route-period-util', '35.9', '%'),
('drt', 'antennaDiodeCount', '0', ''),
('final_timing', 'max_freq', '497', 'MHz'),
('drt', 'totalWireLength', '13300', 'um'),
('final_timing', 'setup_viol_count_final', '0', ''),
('hold_path', 'hold_path_stages', '1', ''),
('cts', 'postCtsSetupRepairBufs', '0', ''),
('cells_and_area', 'layout.cells.most_common', 'dfxtp_1', ''),
('drt', 'dr_total_vias', '5407', ''),
('final_timing', 'tns', '0', 'ns'),
('place', 'buffer_ports.inserted', '18', ''),
('run', 'total_tool_warning_count', '46', ''),
('final_timing', 'unconstrained_endpoints', '124', ''),
('floorplan', 'floorplan.rows', '49', ''),
('critical_path', 'timing.critical_path.required', '5.81', 'ns'),
('critical_path', 'critical_path.startpoint_type', 'flop', ''),
('place', 'placed_cell_area', '7860', 'um^2'),
('global_routing', 'grt_antenna_before_repair', '0', ''),
('cells_and_area', 'post_route_cells_drive_above_1_share', '5.08', '%'),
('synthesis', 'synth-warning-count', '7', ''),
('global_routing', 'first_pass_grt_wire_length', '23300', 'um'),
('synthesis', 'dominantRegCellSynth', 'dfxtp_1', ''),
('final_timing', 'grt_setup_unrepaired', 'no', ''),
('synthesis', 'synth_chip_area', '7510', 'um^2'),
('cells_and_area', 'layout.area.comb', '4020', 'um^2'),
('floorplan', 'initial_core_util', '41.3', '%'),
('hold_path', 'timing.hold.worst.class', 'flop to flop', ''),
('critical_path', 'critical_path.top_delay_family', 'simple AND/OR/NAND/NOR gates', ''),
('cts', 'worstSkewPairLatency', '0.33', 'ns'),
('global_routing', 'grt_max_degree', '72', ''),
('final_timing', 'finClkSkew', '0.00472', 'ns'),
('cts', 'postCtsResizedCells', '0', ''),
('global_routing', 'grt_overflow', '0', ''),
('final_timing', 'finalWorstPathRequiredPeriod', '2.01', 'ns'),
('floorplan', 'design.die.area', '19300', 'um^2'),
('critical_path', 'max_stage_delay', '0.60', 'ns'),
('drt', 'antenna_left', '0', ''),
('cts', 'path_clk_slew', '0.05', 'ns'),
('drt', 'route.detailed.wl_per_inst', '12.8', 'um'),
('power_and_ir_drop', 'leakagePower', '2.94', 'nW'),
('synthesis', 'yosysTopAreaCellShare', '28.2', '%'),
('synthesis', 'synth_area_per_cell', '9.38', 'um^2'),
('floorplan', 'core_area', '18200', 'um^2'),
('synthesis', 'ys_cells', '801', ''),
('critical_path', 'cp_num_cells', '6', ''),
('final_timing', 'unclocked_pins', '78', ''),
('critical_path', 'reg2reg_slack', '3.59', 'ns'),
('critical_path', 'timing_worst_setup_path_type', 'flop to flop', ''),
('power_and_ir_drop', 'finalPower', '963', 'uW'),
('final_timing', 'final_max_slew_viol_count', '0', ''),
('power_and_ir_drop', 'worst_ir_drop_vdd', '0.183', 'mV'),
('place', 'placed_cells_incl_taps', '1022', ''),
('power_and_ir_drop', 'p_per_area', '119', 'nW/um^2'),
('synthesis', 'top_cells_by_area', 'dfxtp_1 (28%), edfxtp_1 (14%), xnor2_1 (6.9%), ha_1 (5.7%), xor2_1 (4.3%)', ''),
('drt', 'drt-initial-drc-count', '341', ''),
('critical_path', 'cp_common_cell', 'nand3_1', ''),
('cells_and_area', 'final_design_area_no_fill', '8100', 'um^2'),
('synthesis', 'post_synth_instance_area', '7510', 'um^2'),
('cells_and_area', 'layout.cells.non_filler', '1036', ''),
('synthesis', 'synth_flops', '144', ''),
('cells_and_area', 'layout_top_cells', 'dfxtp_1 (106), nor2_1 (69), nand2_1 (63)', ''),
('synthesis', 'synth.lib_cells_used.distinct', '76', ''),
('cts', 'cts_tree', 'yes', '');
-- cell type report --
type	instances	share of cell area, %
Inverter	38	1.76
Clock inverter	1	0.0618
Multi-Input combinational cell	589	49.6
Timing Repair Buffer	22	2.59
Clock buffer	13	2.96
Sequential cell	144	39.5
Tap cell	229	3.54
-- sequential cells by signal (all words and copies together), names as in the netlist --
register                     cells
Digital_Clock.secs.tens          3
Digital_Clock.hour               6
Digital_Clock.hours.tens         3
BCD_control.Output_Display       4
Clock_div.New_clk                1
Digital_Clock.mins.ones          4
Digit_Display.Digit_Display      3
Digital_Clock.mins.tens          3
Digital_Clock.secs.ones          4
Clock_div.couter                32
Clock_couter.couter             32
Digital_Clock.clock             32
Digital_Clock.minute             6
Digital_Clock.second             6
Digital_Clock.hours.ones         4
Clock_couter.New_clk             1
-- synth_stat cells, drive strengths merged, types with 13 or more instances --
cell type / n
dfxtp: 106
nor2: 69
nand2: 63
xnor2: 59
nand3: 41
inv: 38
xor2: 37
edfxtp: 34
ha: 34
nand4: 32
a21oi: 23
clkbuf: 22
nor3: 21
o21ai: 21
and3: 19
nor4: 19
and4: 13
-- cells by family (layout without fill, tap and decap cells) --
| group | count (synthesis) | after routing | synth area share [%] |
|---|---|---|---|
| AND-OR/OR-AND | 109 | 109 | 10.3 |
| adder cells (fa/ha/maj) | 35 | 35 | 5.79 |
| buffers and inverters | 69 | 74 | 4.05 |
| multiplexers | 11 | 11 | 1.52 |
| latches | 4 | 4 | 0.799 |
| XOR/XNOR | 96 | 96 | 11.2 |
| AND/OR/NAND/NOR | 336 | 336 | 24.5 |
| flip-flops | 140 | 140 | 41.8 |
| other | 1 | 2 | 0.0499 |
-- report_power, final --
group / switching (mW) / internal [mW]
clock network: 0.179 / 0.293
registers: 0 / 0.474
logic: 0.0115 / 0.00529
total: 0.190 / 0.773
-- through the flow --
stage               worst slack (ns)  util [%]
global route                    3.36      44.5
global placement                3.59      43.2
finish                          3.59      44.5
detailed placement              3.55      43.2
floorplan                       3.79         -
CTS                             3.53      44.5
-- final timing paths --
check	from	end
hold / removal	Clock_div.couter[31]	Clock_div.couter[31]
setup reg to reg	Clock_couter.couter[0]	Clock_couter.couter[26]
hold reg to reg	Clock_div.couter[31]	Clock_div.couter[31]
setup / recovery	Clock_couter.couter[0]	Clock_couter.couter[26]
-- metal layers --
metal / vias to the layer above / wire [um] / track usage (%)
li1: 2865 / - / -
met1: 2467 / 7110 / 23.9
met2: 67 / 5700 / 22.0
met3: 8 / 358 / 1.58
met4: 0 / 102 / 1.05
met5: - / 0 / 0
